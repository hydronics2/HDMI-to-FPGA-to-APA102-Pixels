[flow/config.mk]
export PLATFORM = sky130hd
export DESIGN_NAME = avr_interface_71
export DESIGN_NICKNAME = avr_interface_71
export VERILOG_FILES = /design/flow/design.v
export SDC_FILE = /design/flow/constraint.sdc
export NUM_CORES = 4
export LEC_CHECK = 1
export CORE_UTILIZATION = 50
[flow/constraint.sdc]
current_design avr_interface_71

set clk_period 5.2
set clk_io_pct 0.2

create_clock -name clk0 -period $clk_period [get_ports {clk}]

set non_clock_inputs [all_inputs -no_clocks]
set_input_delay [expr $clk_period * $clk_io_pct] -clock clk0 $non_clock_inputs
set_output_delay [expr $clk_period * $clk_io_pct] -clock clk0 [all_outputs]
[flow/design.v]
module avr_interface_71 (
    input clk,
    input rst,
    input cclk,
    output reg spi_miso,
    input spi_mosi,
    input spi_sck,
    input spi_ss,
    output reg [3:0] spi_channel,
    output reg tx,
    input rx,
    input [3:0] channel,
    output reg new_sample,
    output reg [9:0] sample,
    output reg [3:0] sample_channel,
    input [7:0] tx_data,
    input new_tx_data,
    output reg tx_busy,
    input tx_block,
    output reg [7:0] rx_data,
    output reg new_rx_data
  );
  localparam CLK_FREQ = 27'h5f5e100;
  localparam BAUD = 19'h7a120;
  reg n_rdy;
  wire [1-1:0] M_cclk_detector_ready;
  reg [1-1:0] M_cclk_detector_cclk;
  cclk_detector_87 cclk_detector (
    .clk(clk),
    .rst(rst),
    .cclk(M_cclk_detector_cclk),
    .ready(M_cclk_detector_ready)
  );
  wire [1-1:0] M_spi_slave_miso;
  wire [1-1:0] M_spi_slave_done;
  wire [8-1:0] M_spi_slave_data_out;
  reg [1-1:0] M_spi_slave_ss;
  reg [1-1:0] M_spi_slave_mosi;
  reg [1-1:0] M_spi_slave_sck;
  reg [8-1:0] M_spi_slave_data_in;
  spi_slave_88 spi_slave (
    .clk(clk),
    .rst(n_rdy),
    .ss(M_spi_slave_ss),
    .mosi(M_spi_slave_mosi),
    .sck(M_spi_slave_sck),
    .data_in(M_spi_slave_data_in),
    .miso(M_spi_slave_miso),
    .done(M_spi_slave_done),
    .data_out(M_spi_slave_data_out)
  );
  wire [8-1:0] M_uart_rx_data;
  wire [1-1:0] M_uart_rx_new_data;
  reg [1-1:0] M_uart_rx_rx;
  uart_rx_89 uart_rx (
    .clk(clk),
    .rst(n_rdy),
    .rx(M_uart_rx_rx),
    .data(M_uart_rx_data),
    .new_data(M_uart_rx_new_data)
  );
  wire [1-1:0] M_uart_tx_tx;
  wire [1-1:0] M_uart_tx_busy;
  reg [1-1:0] M_uart_tx_block;
  reg [8-1:0] M_uart_tx_data;
  reg [1-1:0] M_uart_tx_new_data;
  uart_tx_90 uart_tx (
    .clk(clk),
    .rst(n_rdy),
    .block(M_uart_tx_block),
    .data(M_uart_tx_data),
    .new_data(M_uart_tx_new_data),
    .tx(M_uart_tx_tx),
    .busy(M_uart_tx_busy)
  );
  reg M_newSampleReg_d, M_newSampleReg_q = 1'h0;
  reg [9:0] M_sampleReg_d, M_sampleReg_q = 1'h0;
  reg [3:0] M_sampleChannelReg_d, M_sampleChannelReg_q = 1'h0;
  reg [1:0] M_byteCt_d, M_byteCt_q = 1'h0;
  reg [3:0] M_block_d, M_block_q = 1'h0;
  reg M_busy_d, M_busy_q = 1'h0;
  always @* begin
    M_newSampleReg_d = M_newSampleReg_q;
    M_sampleChannelReg_d = M_sampleChannelReg_q;
    M_byteCt_d = M_byteCt_q;
    M_busy_d = M_busy_q;
    M_block_d = M_block_q;
    M_sampleReg_d = M_sampleReg_q;
    n_rdy = ~M_cclk_detector_ready;
    M_cclk_detector_cclk = cclk;
    M_spi_slave_sck = spi_sck;
    M_spi_slave_mosi = spi_mosi;
    M_spi_slave_data_in = 8'hff;
    M_spi_slave_ss = spi_ss;
    M_uart_rx_rx = rx;
    M_uart_tx_data = tx_data;
    M_uart_tx_new_data = new_tx_data;
    M_uart_tx_block = M_busy_q;
    M_block_d = {M_block_q[0+2-:3], tx_block};
    new_sample = M_newSampleReg_q;
    sample = M_sampleReg_q;
    sample_channel = M_sampleChannelReg_q;
    tx_busy = M_uart_tx_busy;
    rx_data = M_uart_rx_data;
    new_rx_data = M_uart_rx_new_data;
    spi_channel = M_cclk_detector_ready ? channel : 4'bzzzz;
    spi_miso = M_cclk_detector_ready && !spi_ss ? M_spi_slave_miso : 1'bz;
    tx = M_cclk_detector_ready ? M_uart_tx_tx : 1'bz;
    M_newSampleReg_d = 1'h0;
    if (M_block_q[3+0-:1] ^ M_block_q[2+0-:1]) begin
      M_busy_d = 1'h0;
    end
    if (!M_uart_tx_busy && new_tx_data) begin
      M_busy_d = 1'h1;
    end
    if (spi_ss) begin
      M_byteCt_d = 1'h0;
    end
    if (M_spi_slave_done) begin
      if (M_byteCt_q == 1'h0) begin
        M_sampleReg_d[0+7-:8] = M_spi_slave_data_out;
        M_byteCt_d = 1'h1;
      end else begin
        if (M_byteCt_q == 1'h1) begin
          M_sampleReg_d[8+1-:2] = M_spi_slave_data_out[0+1-:2];
          M_sampleChannelReg_d = M_spi_slave_data_out[4+3-:4];
          M_byteCt_d = 2'h2;
          M_newSampleReg_d = 1'h1;
        end
      end
    end
  end
  always @(posedge clk) begin
    M_block_q <= M_block_d;
    M_busy_q <= M_busy_d;
    if (n_rdy == 1'b1) begin
      M_newSampleReg_q <= 1'h0;
      M_sampleReg_q <= 1'h0;
      M_sampleChannelReg_q <= 1'h0;
      M_byteCt_q <= 1'h0;
    end else begin
      M_newSampleReg_q <= M_newSampleReg_d;
      M_sampleReg_q <= M_sampleReg_d;
      M_sampleChannelReg_q <= M_sampleChannelReg_d;
      M_byteCt_q <= M_byteCt_d;
    end
  end
endmodule
module cclk_detector_87 (
    input clk,
    input rst,
    input cclk,
    output reg ready
  );
  localparam CLK_FREQ = 27'h5f5e100;
  localparam CTR_SIZE = 4'hf;
  reg [14:0] M_ctr_d, M_ctr_q = 1'h0;
  always @* begin
    M_ctr_d = M_ctr_q;
    ready = (&M_ctr_q);
    if (cclk == 1'h0) begin
      M_ctr_d = 1'h0;
    end else begin
      if (!(&M_ctr_q)) begin
        M_ctr_d = M_ctr_q + 1'h1;
      end
    end
  end
  always @(posedge clk) begin
    if (rst == 1'b1) begin
      M_ctr_q <= 1'h0;
    end else begin
      M_ctr_q <= M_ctr_d;
    end
  end
endmodule
module spi_slave_88 (
    input clk,
    input rst,
    input ss,
    input mosi,
    output reg miso,
    input sck,
    output reg done,
    input [7:0] data_in,
    output reg [7:0] data_out
  );
  localparam CPOL = 1'h0;
  localparam CPHA = 1'h0;
  reg [2:0] M_bit_ct_d, M_bit_ct_q = 1'h0;
  reg [7:0] M_data_d, M_data_q = 1'h0;
  reg M_mosi_reg_d, M_mosi_reg_q = 1'h0;
  reg M_miso_reg_d, M_miso_reg_q = 1'h0;
  reg [1:0] M_sck_reg_d, M_sck_reg_q = 1'h0;
  reg M_ss_reg_d, M_ss_reg_q = 1'h0;
  reg [7:0] M_data_out_reg_d, M_data_out_reg_q = 1'h0;
  reg M_done_reg_d, M_done_reg_q = 1'h0;
  always @* begin
    M_sck_reg_d = M_sck_reg_q;
    M_mosi_reg_d = M_mosi_reg_q;
    M_done_reg_d = M_done_reg_q;
    M_ss_reg_d = M_ss_reg_q;
    M_data_d = M_data_q;
    M_bit_ct_d = M_bit_ct_q;
    M_data_out_reg_d = M_data_out_reg_q;
    M_miso_reg_d = M_miso_reg_q;
    miso = M_miso_reg_q;
    done = M_done_reg_q;
    data_out = M_data_out_reg_q;
    M_ss_reg_d = ss;
    M_mosi_reg_d = mosi;
    M_sck_reg_d = {M_sck_reg_q[0+0-:1], sck};
    M_done_reg_d = 1'h0;
    if (M_ss_reg_q) begin
      M_bit_ct_d = 3'h7;
      M_data_d = data_in;
      M_miso_reg_d = data_in[7+0-:1];
    end else begin
      if (M_sck_reg_q == 2'h1) begin
        M_data_out_reg_d[(M_bit_ct_q)*1+0-:1] = M_mosi_reg_q;
        M_bit_ct_d = M_bit_ct_q - 1'h1;
        if (M_bit_ct_q == 1'h0) begin
          M_done_reg_d = 1'h1;
          M_data_d = data_in;
        end
      end else begin
        if (M_sck_reg_q == 2'h2) begin
          M_miso_reg_d = M_data_q[(M_bit_ct_q)*1+0-:1];
        end
      end
    end
  end
  always @(posedge clk) begin
    M_mosi_reg_q <= M_mosi_reg_d;
    M_miso_reg_q <= M_miso_reg_d;
    M_sck_reg_q <= M_sck_reg_d;
    M_ss_reg_q <= M_ss_reg_d;
    M_data_out_reg_q <= M_data_out_reg_d;
    M_done_reg_q <= M_done_reg_d;
    if (rst == 1'b1) begin
      M_bit_ct_q <= 1'h0;
      M_data_q <= 1'h0;
    end else begin
      M_bit_ct_q <= M_bit_ct_d;
      M_data_q <= M_data_d;
    end
  end
endmodule
module uart_rx_89 (
    input clk,
    input rst,
    input rx,
    output reg [7:0] data,
    output reg new_data
  );
  localparam CLK_FREQ = 27'h5f5e100;
  localparam BAUD = 19'h7a120;
  localparam CLK_PER_BIT = 29'h000000c8;
  localparam CTR_SIZE = 4'h8;
  localparam IDLE_state = 2'd0;
  localparam WAIT_HALF_state = 2'd1;
  localparam WAIT_FULL_state = 2'd2;
  localparam WAIT_HIGH_state = 2'd3;
  reg [1:0] M_state_d, M_state_q = IDLE_state;
  reg [7:0] M_ctr_d, M_ctr_q = 1'h0;
  reg [2:0] M_bitCtr_d, M_bitCtr_q = 1'h0;
  reg [7:0] M_savedData_d, M_savedData_q = 1'h0;
  reg M_newData_d, M_newData_q = 1'h0;
  reg M_rxd_d, M_rxd_q = 1'h0;
  always @* begin
    M_state_d = M_state_q;
    M_newData_d = M_newData_q;
    M_bitCtr_d = M_bitCtr_q;
    M_savedData_d = M_savedData_q;
    M_rxd_d = M_rxd_q;
    M_ctr_d = M_ctr_q;
    M_rxd_d = rx;
    M_newData_d = 1'h0;
    data = M_savedData_q;
    new_data = M_newData_q;
    case (M_state_q)
      IDLE_state: begin
        M_bitCtr_d = 1'h0;
        M_ctr_d = 1'h0;
        if (M_rxd_q == 1'h0) begin
          M_state_d = WAIT_HALF_state;
        end
      end
      WAIT_HALF_state: begin
        M_ctr_d = M_ctr_q + 1'h1;
        if (M_ctr_q == 29'h00000064) begin
          M_ctr_d = 1'h0;
          M_state_d = WAIT_FULL_state;
        end
      end
      WAIT_FULL_state: begin
        M_ctr_d = M_ctr_q + 1'h1;
        if (M_ctr_q == 30'h000000c7) begin
          M_savedData_d = {M_rxd_q, M_savedData_q[1+6-:7]};
          M_bitCtr_d = M_bitCtr_q + 1'h1;
          M_ctr_d = 1'h0;
          if (M_bitCtr_q == 3'h7) begin
            M_state_d = WAIT_HIGH_state;
            M_newData_d = 1'h1;
          end
        end
      end
      WAIT_HIGH_state: begin
        if (M_rxd_q == 1'h1) begin
          M_state_d = IDLE_state;
        end
      end
      default: begin
        M_state_d = IDLE_state;
      end
    endcase
  end
  always @(posedge clk) begin
    M_ctr_q <= M_ctr_d;
    M_bitCtr_q <= M_bitCtr_d;
    M_savedData_q <= M_savedData_d;
    M_newData_q <= M_newData_d;
    M_rxd_q <= M_rxd_d;
    if (rst == 1'b1) begin
      M_state_q <= 1'h0;
    end else begin
      M_state_q <= M_state_d;
    end
  end
endmodule
module uart_tx_90 (
    input clk,
    input rst,
    output reg tx,
    input block,
    output reg busy,
    input [7:0] data,
    input new_data
  );
  localparam CLK_FREQ = 27'h5f5e100;
  localparam BAUD = 19'h7a120;
  localparam CLK_PER_BIT = 29'h000000c8;
  localparam CTR_SIZE = 4'h8;
  localparam IDLE_state = 2'd0;
  localparam START_BIT_state = 2'd1;
  localparam DATA_state = 2'd2;
  localparam STOP_BIT_state = 2'd3;
  reg [1:0] M_state_d, M_state_q = IDLE_state;
  reg [7:0] M_ctr_d, M_ctr_q = 1'h0;
  reg [2:0] M_bitCtr_d, M_bitCtr_q = 1'h0;
  reg [7:0] M_savedData_d, M_savedData_q = 1'h0;
  reg M_txReg_d, M_txReg_q = 1'h0;
  reg M_blockFlag_d, M_blockFlag_q = 1'h0;
  always @* begin
    M_state_d = M_state_q;
    M_txReg_d = M_txReg_q;
    M_bitCtr_d = M_bitCtr_q;
    M_savedData_d = M_savedData_q;
    M_ctr_d = M_ctr_q;
    M_blockFlag_d = M_blockFlag_q;
    tx = M_txReg_q;
    busy = 1'h1;
    M_blockFlag_d = block;
    case (M_state_q)
      IDLE_state: begin
        M_txReg_d = 1'h1;
        if (!M_blockFlag_q) begin
          busy = 1'h0;
          M_bitCtr_d = 1'h0;
          M_ctr_d = 1'h0;
          if (new_data) begin
            M_savedData_d = data;
            M_state_d = START_BIT_state;
          end
        end
      end
      START_BIT_state: begin
        M_ctr_d = M_ctr_q + 1'h1;
        M_txReg_d = 1'h0;
        if (M_ctr_q == 30'h000000c7) begin
          M_ctr_d = 1'h0;
          M_state_d = DATA_state;
        end
      end
      DATA_state: begin
        M_txReg_d = M_savedData_q[(M_bitCtr_q)*1+0-:1];
        M_ctr_d = M_ctr_q + 1'h1;
        if (M_ctr_q == 30'h000000c7) begin
          M_ctr_d = 1'h0;
          M_bitCtr_d = M_bitCtr_q + 1'h1;
          if (M_bitCtr_q == 3'h7) begin
            M_state_d = STOP_BIT_state;
          end
        end
      end
      STOP_BIT_state: begin
        M_txReg_d = 1'h1;
        M_ctr_d = M_ctr_q + 1'h1;
        if (M_ctr_q == 30'h000000c7) begin
          M_state_d = IDLE_state;
        end
      end
      default: begin
        M_state_d = IDLE_state;
      end
    endcase
  end
  always @(posedge clk) begin
    M_ctr_q <= M_ctr_d;
    M_bitCtr_q <= M_bitCtr_d;
    M_savedData_q <= M_savedData_d;
    M_txReg_q <= M_txReg_d;
    M_blockFlag_q <= M_blockFlag_d;
    if (rst == 1'b1) begin
      M_state_q <= 1'h0;
    end else begin
      M_state_q <= M_state_d;
    end
  end
endmodule
[flow/run.sh]
#!/bin/bash
# OpenROAD 26Q1-2900-gdf79404cd8, Yosys 0.63+post, stock flow scripts
make -C /OpenROAD-flow-scripts/flow DESIGN_CONFIG=/design/flow/config.mk WORK_HOME=/design/flow/orfs finish
==> Slide: Implementation Results <==
Run Summary

Setup path
  • Top fanout value on the critical path: 13
  • Critical path arrival: between 3000 and 4000 ps
  • Most frequent CP cell: ha_1
  • Required time of the worst setup path: 5320 ps
  • Maximum cell stage delay along the critical path: about 620 ps
  • Library cell contributing the largest single delay on the critical path: dfxtp_1
  • Critical Path Sink Type: register
  • Kind of critical path: reg -> reg
  • Crit path launch type: register
  • Kind of cell adding the most delay to the critical path: adder cells
  • Buffer-and-inverter tally for the worst setup path: 1
  • Cells along the critical path: inv_1 -> ha_1 -> nor3_1 -> ha_1 -> or3_4 -> a211oi_4 -> o211ai_1 -> mux2_1

Timing
  • RSZ-0062 raised after global routing: no
  • Fin crit share: 0.633
  • Setup TNS after final layout: 0 ps
  • Minimum setup slack in the final design: 1910 ps
  • Final hold violation count: 0
  • Max-slew headroom: 0.560
  • Highest clock rate: just over 300 MHz
  • Worst Skew: 10.0 ps
  • Slew of the pin with the lowest slew margin: 658 ps
  • Minimum clock period after layout: 3290 ps
  • Pins Over Slew Limit: 0
  • Final number of setup-violating endpoints: 0

Outcome
  • Status: complete, no violations

Route
  • Drt total wl: approximately 8000 um
  • Post-detailed-route count of antenna-violating nets: 0
  • Starting DRC count in detailed routing: between 100 and 150
  • Avg Vias per Cell: between 5 and 6
  • Drc violations: 0
  • Wire per inst: ~14 um
  • Via count: roughly 3.2k
  • Router iterations before antenna repair: 4
  • Final antenna diode count: 0

Logic synthesis
  • Post-synth tally of flip-flops with integrated enable: approximately 46
  • Synthesized cell area: 4690 um2
  • Post-synthesis area per instance: roughly 11 um2
  • Most common library cells after synthesis: dfxtp_1, nor2_1, edfxtp_1
  • YS warnings: 8
  • Gate count of the mapped netlist: approximately 430
  • # Cells Yosys: 429
  • Main flop type: dfxtp_1
  • Most area-consuming cells after synthesis: edfxtp_1, dfxtp_1, ha_1
  • Register area share after synthesis: 0.529
  • Synthesis-stage register bit count: between 100 and 150
  • Count leader, synth: dfxtp_1
  • Distinct lib cells used: 60
  • Area share, top type: 0.295
  • Share of async-settable or async-resettable flops after synthesis: 0
  • Synthesized chip area reported by yosys: approximately 4700 um2
  • Yosys top cell by area: edfxtp_1

Place
  • Area after detailed placement: approximately 5200 um2
  • Setup slack after placement: 1970 ps
  • Post-detail-place hpwl: 5770 um
  • Final RePlAce weighted congestion: just under 0.9
  • Number of buffers inserted by port buffering: about 43

CTS
  • Total clock buffers created by CTS: 9
  • Clock network latency to the later pin of the worst-skew pair: 360 ps
  • Hold buffer count at cts: 0
  • Clock tree from TritonCTS: yes
  • Deepest level of the CTS H-tree: 3
  • Number of buffers between clock root and the deepest sink: 2
  • Clock root buffer: clkbuf_8
  • Number of setup buffers added after CTS: 0
  • Post-cts sizing count: 0
  • Number of clock sinks: a little over 100
  • CTS clk-pin slew, worst paths: roughly 100 ps

Die
  • DIE HEIGHT: 98.8 um
  • Chip width: slightly below 100 um
  • Number of rows in the core area: 34
  • Overall die area: just under 10000 um2
  • Standard cell core area: ~9000 um2
  • Top-level I/O count: 52
  • Starting Density: 0.527

Flow run
  • Tool warnings: 39
  • Max cap viols: 0

GRT
  • Antenna violations before repair: 0
  • Total overflow reported by the global router: 0
  • Wire length of the first global-routing pass: between 10000 and 15000 um
  • Vias in the first global route: 2980
  • Total global routing track utilization: 0.182
  • Largest net degree at the start of global routing: 29

Power and ir drop
  • Pleak: 1.99 nW
  • Power density over the cells: 268 nW/um2
  • Worst IR drop on VDD: between 150 and 200 uV

Layout
  • Synth-to-Final Area Change: 15.1%
  • Filler cell count: 742
  • Layout cell share with drive strength beyond 1: 0.0690
  • Final cell area excluding filler cells: ~5400 um2

Worst hold path
  • Hold Path Class: reg -> reg
[power breakdown]
part	internal, mW	total (mW)	switching, mW
logic	0.0471	0.0920	0.0449
clock network	0.206	0.475	0.269
registers	0.859	0.881	0.0211
[through the flow]
stage / util / std cells / hold slack (ps) / power, mW
finish: 0.607 / 586 / 333 / 1.45
global route: 0.607 / 586 / 345 / 1.52
CTS: 0.607 / 586 / 332 / 1.47
detailed placement: 0.585 / 570 / 316 / 0.993
global placement: 0.585 / 570 / 313 / 0.991
floorplan: - / 429 / 310 / 0.957
[kinds of logic (layout without fill, tap and decap cells)]
family | after synthesis | after routing | synth area share
simple gates | 150 | 150 | 0.171
flops | 101 | 101 | 0.529
compound gates | 81 | 81 | 0.120
buf+inv | 32 | 81 | 0.0315
fa+ha+maj | 24 | 24 | 0.0641
mux | 24 | 24 | 0.0523
xor+xnor | 17 | 17 | 0.0318
[registers in the layout, summed over array words and instances, names as in the netlist, 2 cells and up]
name                        flops
uart_tx.M_state_q               2
spi_slave.M_sck_reg_q           2
M_sampleReg_q                  10
spi_slave.M_bit_ct_q            3
M_byteCt_q                      2
spi_slave.M_data_out_reg_q      8
uart_rx.M_bitCtr_q              3
uart_rx.M_state_q               2
cclk_detector.M_ctr_q          15
uart_rx.M_savedData_q           8
M_sampleChannelReg_q            4
uart_tx.M_savedData_q           8
uart_tx.M_ctr_q                 8
uart_rx.M_ctr_q                 8
uart_tx.M_bitCtr_q              3
M_block_q                       4
[worst paths after layout]
check,start,end,slack (ps),cells after the start
max,spi_slave.M_bit_ct_q[0]$_SDFFE_PN0P_,spi_slave.M_data_out_reg_q[4]$_DFFE_PP_,1910,8
min,M_block_q[1]$_DFF_P_,M_block_q[2]$_DFF_P_,330,0
max reg2reg,spi_slave.M_bit_ct_q[0]$_SDFFE_PN0P_,spi_slave.M_data_out_reg_q[4]$_DFFE_PP_,1910,8
min reg2reg,M_block_q[1]$_DFF_P_,M_block_q[2]$_DFF_P_,330,0
[placed cells by master (no fill, tap or decap), types with 3 or more instances in the layout]
cell type and count:
o21ai_0 15, xnor2_1 5, a211oi_1 6, and2_1 6, nand2b_1 12, nand3b_1 4, a31oi_1 4, o31ai_1 3
a32o_1 4, inv_1 18, buf_4 4, clkdlybuf4s50_1 43, or3_1 3, a21oi_1 18, nor3_1 12, nor2_1 47
dfxtp_1 55, ha_1 24, nor2b_1 4, edfxtp_1 46, nand4b_1 3, nand3_1 21, nand2_1 14, xor2_1 12
o21ai_1 4, o211ai_1 4, and3_1 10, clkbuf_8 9, o21a_1 4, a21boi_0 3, mux2i_1 20, a311oi_1 3
[cell type report]
class | count | area [um2] | area share
Timing Repair Buffer | 47 | 460 | 0.0853
Tap cell | 108 | 135 | 0.0250
Clock inverter | 6 | 42.5 | 0.00788
Inverter | 18 | 67.6 | 0.0125
Multi-Input combinational cell | 296 | 2060 | 0.381
Sequential cell | 101 | 2480 | 0.460
Clock buffer | 10 | 149 | 0.0276
[metal layers]
metal,track usage,vias to the layer above,part of all wire,routed length (um)
met4,0.0253,0,0.014,109
met1,0.286,1489,0.50,4050
met3,0.0368,12,0.032,261
met2,0.285,45,0.45,3620
met5,0,-,0,0
li1,-,1659,-,-
Power and IR drop assume default switching activity.
