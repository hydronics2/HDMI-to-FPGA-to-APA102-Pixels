<file path="run.sh">
#!/bin/bash
# OpenROAD 26Q1-2900-gdf79404cd8, Yosys 0.63+post, stock flow scripts
make -C /OpenROAD-flow-scripts/flow DESIGN_CONFIG=/design/flow/config.mk WORK_HOME=/design/flow/orfs finish
</file>
<file path="design.v">
module panelRows_1 (
    input [3:0] currentFrame,
    output reg [9:0] startPixel0,
    output reg [9:0] startPixel1,
    output reg [9:0] startPixel2,
    input [4:0] address0,
    output reg [9:0] rowPixelPanel0,
    output reg [9:0] rowPixelPanel1,
    output reg [9:0] rowPixelPanel2,
    output reg [9:0] rowPixelPanel3,
    output reg [9:0] rowPixelPanel4,
    output reg [9:0] rowPixelPanel5,
    output reg [9:0] rowPixelPanel7
  );
  localparam ARRAY_SIZE = 5'h14;
  reg [199:0] bottom_left_start;
  reg [199:0] bottom_right_start;
  reg [199:0] top_left_start;
  reg [199:0] top_left_start2;
  reg [199:0] top_right_start;
  localparam FRAMES = 4'hb;
  reg [109:0] pixels0;
  reg [109:0] pixels1;
  reg [109:0] pixels2;
  always @* begin
    bottom_left_start = 200'h0004311087220cb3310f4415355197661db7721f88263992a7;
    top_left_start = 200'ha9e6498e2087ddc76d9865d5454d1043ccc32c8821c4410c00;
    top_left_start2 = 200'ha9e6498e2087ddc76d9865d5454d1043ccc32c8821c4410c00;
    top_right_start = 200'ha1a8590a417f9fd6e9b95d9754c9313b8ed2a8a91986508821;
    bottom_right_start = 200'h08422194662a4aa3b4ee4c5325d5766e5ba7f5fe90642a1686;
    rowPixelPanel0 = bottom_left_start[(address0)*10+9-:10];
    rowPixelPanel1 = top_right_start[(address0)*10+9-:10];
    rowPixelPanel2 = bottom_left_start[(address0)*10+9-:10];
    rowPixelPanel3 = top_left_start[(address0)*10+9-:10];
    rowPixelPanel4 = top_right_start[(address0)*10+9-:10];
    rowPixelPanel5 = top_left_start2[(address0)*10+9-:10];
    rowPixelPanel7 = bottom_right_start[(address0)*10+9-:10];
    pixels0 = 110'h2a7a9ea7a9c00a9ea7a9ea7002a7;
    pixels1 = 110'h02108421a1821084210868608421;
    pixels2 = 110'h2a7a9ea7a9c00a9ea7a9ea7002a7;
    startPixel0 = pixels0[(currentFrame)*10+9-:10];
    startPixel1 = pixels1[(currentFrame)*10+9-:10];
    startPixel2 = pixels2[(currentFrame)*10+9-:10];
  end
endmodule
</file>
<file path="config.mk">
export PLATFORM = sky130hd
export DESIGN_NAME = panelRows_1
export DESIGN_NICKNAME = panelRows_1
export VERILOG_FILES = /design/flow/design.v
export SDC_FILE = /design/flow/constraint.sdc
export NUM_CORES = 4
export LEC_CHECK = 1
export CORE_UTILIZATION = 30
</file>
<file path="constraint.sdc">
current_design panelRows_1

set clk_period 8.9
set clk_io_pct 0.2

create_clock -name clk0 -period $clk_period

set non_clock_inputs [all_inputs -no_clocks]
set_input_delay [expr $clk_period * $clk_io_pct] -clock clk0 $non_clock_inputs
set_output_delay [expr $clk_period * $clk_io_pct] -clock clk0 [all_outputs]
</file>
==> out/qor.yml <==
power:
  p_leak_nw: 3.462
  ir_drop_uv: 205.4
  totalPowerFinal_mw: 2.277
  powerDensity_mw_per_mm2: 227.7
placed_design:
  place_congestion: 1.094
  port_buffers: 109
  dp_hpwl_microns: 45990
  dpl_cell_area_sq_mm: 0.009990
floorplanning:
  die_h_microns: 169.5
  die_x_microns: 169.5
  rows: 60
  initial_utilization: 0.3089
  die_area_sq_mm: 0.02873
  coreArea_sq_mm: 0.02725
  io_pins: 109
critical_path:
  arrival_ns: 6.83
  worst_setup_path_end_kind: "output pin"
  cpMaxStageDelayCell: "nor2_2"
  worstPathMaxFanout: 14
  cp-start-kind: "input pin"
  worstSetupPathType: "input pin to output pin"
  worstPathCellList: "clkdlybuf4s50_1 -> ha_1 -> fa_1 -> buf_4 -> nand2_1 -> a221oi_2 -> o21ai_4 -> xnor2_4 -> nor2_2 -> o21ai_0 -> o311ai_1 -> o311a_1 -> clkdlybuf4s50_1"
  cp_common_cell: "clkdlybuf4s50_1"
  cp_slowest_stage_delay_ns: 0.74
  crit_required_ns: 7.12
final_timing:
  period_minus_slack_ns: 8.605
  rsz0062_at_grt: "no"
  maxSlewViolCount: 0
  max_slew_margin: 0.2068
  hold_viol: 0
  fmax_ghz: 0.1162
  tightest_slew_ns: 1.181
  post-route-period-util: 0.9669
  setup_viol: 0
  setup_tns_ns: 0
finish:
  fin_area_sq_mm: 0.009997
  area_delta_synth_final_pct: 18.78
  ff_latch_area_sq_um: 0
  flops: 0
  nClkBuffers: 0
  drive_gt1_frac: 0.1390
detailed_routing:
  drt_first_pass_iters: 6
  routed_wl_microns: 63270
  wl_per_cell_microns: 35.01
  via_count: 13050
  vias_per_cell: 7.220
  drc: 0
  drt_iter0_drc: 2284
  ant_nets: 0
synth:
  syn_inst: 1392
  ys_cells: 1392
  topCellsByArea: "a21oi_1, o21ai_0, nand2_1"
  yosys_warnings: 1
  top_cell: "a21oi_1"
  synthesis.area_sq_mm: 0.008417
  yosys.stat.seqShare: 0
  synthTopCellsByCount: "a21oi_1, nand2_1, o21ai_0"
  netlist.area_leader.share: 0.1154
  syn_avg_cell_area_sq_um: 6.047
  ys_area_sq_mm: 0.008417
  largest_area_cell: "a21oi_1"
  ys_types: 99
cts:
  holdBufCountCts: 0
  cts_resized: 0
  cts_setup_buffers: 0
global_routing:
  grt_pass1_vias: 11910
  grt_max_degree: 120
  grt_pass1_wl_microns: 89930
  track_usage: 0.4437
  antenna_found_initial: 5
  gr-total-overflow: 0
job:
  cap_violations: 0
  openroad.warnings: 42
min_path:
  hold_depth: 5
  hold_class: "input pin to output pin"
outcome:
  status: "finished, final reports clean"
## layout make-up
type	instances	area, sq um
inverters	14	52.55
diodes	3	7.507
multi-input cells	1178	7350
fillers	3010	17250
repair buffers	240	2122
well taps	372	465.4
## final timing paths
kind | startpoint | endpoint
hold / removal | address0[0] | rowPixelPanel0[7]
setup / recovery | address0[4] | rowPixelPanel1[7]
## placed cells by master, fill, tap and decap left out, types with 8 or more instances in the layout
master / count
nor2_1: 128
o32ai_1: 10
o22ai_1: 37
mux2i_1: 8
xnor2_1: 8
inv_1: 11
o211ai_1: 33
nor3_1: 45
nand3_1: 35
o21ai_0: 142
a221oi_1: 22
nand4_1: 10
buf_4: 128
o311ai_0: 11
ha_1: 17
a21oi_1: 194
a22oi_1: 8
o221ai_1: 22
a32oi_1: 11
o31ai_1: 9
clkdlybuf4s50_1: 108
or3_1: 8
nor2b_1: 13
a211oi_1: 31
nand2_1: 148
a311oi_1: 9
a31oi_1: 34
## cell families (layout without fill, tap and decap cells)
logic type | Yosys count | count (layout) | share of synthesized area
adders and majority gates | 21 | 21 | 0.03300
xor gates and xnor gates | 18 | 18 | 0.02542
other | 0 | 3 | 0
buffers and inverters | 214 | 254 | 0.1322
and+or+nand+nor | 440 | 440 | 0.2419
muxes | 14 | 14 | 0.02155
AOI/OAI and AO/OA | 685 | 685 | 0.5460
## power by group
group / internal [mW] / leakage (nW) / switching (mW) / total (mW)
Clock: 0.000000109 / 0.0000208 / 0 / 0.000000109
Sequential: 0 / 0 / 0 / 0
Combinational: 0.920 / 3.46 / 1.36 / 2.28
## critical path, delay by kind of cell
family / cells / cell delay [ns]
AOI/OAI and AO/OA: 5 / 1.61
xor gates and xnor gates: 1 / 0.29
adders and majority gates: 2 / 0.97
buffers and inverters: 3 / 1.32
and+or+nand+nor: 2 / 0.85
## through the flow
stage / cells / setup slack (ns) / utilization / hold slack [ns]
after floorplan: 1392 / 2.278 / - / 3.906
after global placement: 1804 / 0.4502 / 0.3666 / 4.770
after detailed placement: 1804 / 0.4927 / 0.3666 / 4.760
after CTS: 1804 / 0.4566 / 0.3666 / 4.768
after global routing: 1804 / 0.2446 / 0.3666 / 4.826
final: 1807 / 0.2949 / 0.3669 / 4.812
## per-layer routing
metal / track usage / part of all wire / up-vias
met5: 0 / 0.0017 / -
met4: 0.2667 / 0.080 / 10
met3: 0.1484 / 0.13 / 318
met2: 0.6289 / 0.40 / 1175
met1: 0.5809 / 0.38 / 6121
li1: - / - / 5422
Power is estimated from default activity; no workload was simulated.
