<file path="./design.v">
module panel_12_16 (
    input clk,
    input rst,
    input spiBusySignal,
    output reg newSpiData,
    output reg [7:0] ledByteOut,
    output reg [9:0] ramPixelAddress,
    output reg idle,
    input [23:0] rgbIn,
    input startWritingFlag,
    output reg out
  );
  localparam IDLE_state = 1'd0;
  localparam WRITE_state = 1'd1;
  reg M_state_d, M_state_q = IDLE_state;
  reg [3:0] M_ledStartBitCounter_d, M_ledStartBitCounter_q = 1'h0;
  reg [3:0] M_rgbCounter_d, M_rgbCounter_q = 1'h0;
  reg [9:0] M_pixelAddress_d, M_pixelAddress_q = 1'h0;
  reg [1:0] M_panelControl1_d, M_panelControl1_q = 1'h0;
  reg [23:0] M_rgbPixels_d, M_rgbPixels_q = 1'h0;
  always @* begin
    M_state_d = M_state_q;
    M_ledStartBitCounter_d = M_ledStartBitCounter_q;
    M_panelControl1_d = M_panelControl1_q;
    M_rgbPixels_d = M_rgbPixels_q;
    M_pixelAddress_d = M_pixelAddress_q;
    M_rgbCounter_d = M_rgbCounter_q;
    out = 1'h0;
    idle = 1'h0;
    newSpiData = 1'h0;
    ledByteOut = 1'h0;
    ramPixelAddress = 1'h0;
    M_rgbPixels_d[0+23-:24] = rgbIn;
    if (M_panelControl1_q == 1'h0) begin
      idle = 1'h1;
    end
    if (startWritingFlag == 1'h1) begin
      M_panelControl1_d = 2'h3;
      M_ledStartBitCounter_d = 1'h0;
    end
    if (M_panelControl1_q == 2'h3) begin
      M_state_d = WRITE_state;
    end
    case (M_state_q)
      IDLE_state: begin
        out = 1'h1;
      end
      WRITE_state: begin
        ramPixelAddress = M_pixelAddress_q;
        if (M_ledStartBitCounter_q < 3'h5 && !spiBusySignal) begin
          ledByteOut = 8'h00;
          newSpiData = 1'h1;
          M_ledStartBitCounter_d = M_ledStartBitCounter_q + 1'h1;
          M_pixelAddress_d = 1'h0;
          M_rgbCounter_d = 1'h0;
        end
        if (M_ledStartBitCounter_q == 3'h5) begin
          if (M_pixelAddress_q > 10'h2a8) begin
            M_rgbPixels_d = 1'h0;
          end
          if (M_rgbCounter_q == 1'h0 && !spiBusySignal) begin
            ledByteOut = 8'he3;
            newSpiData = 1'h1;
            M_rgbCounter_d = 1'h1;
          end
          if (M_rgbCounter_q == 1'h1 && !spiBusySignal) begin
            ledByteOut = M_rgbPixels_q[16+7-:8];
            newSpiData = 1'h1;
            M_rgbCounter_d = 2'h2;
          end
          if (M_rgbCounter_q == 2'h2 && !spiBusySignal) begin
            ledByteOut = M_rgbPixels_q[8+7-:8];
            newSpiData = 1'h1;
            M_rgbCounter_d = 2'h3;
          end
          if (M_rgbCounter_q == 2'h3 && !spiBusySignal) begin
            ledByteOut = M_rgbPixels_q[0+7-:8];
            newSpiData = 1'h1;
            M_rgbCounter_d = 3'h4;
          end
          if (M_rgbCounter_q == 3'h4) begin
            M_pixelAddress_d = M_pixelAddress_q + 1'h1;
            M_rgbCounter_d = 3'h5;
          end
          if (M_rgbCounter_q == 3'h5) begin
            M_rgbCounter_d = 1'h0;
            if (M_pixelAddress_q == 9'h110) begin
              M_pixelAddress_d = 9'h113;
            end
            if (M_pixelAddress_q == 9'h12f) begin
              M_pixelAddress_d = 9'h135;
            end
            if (M_pixelAddress_q == 9'h151) begin
              M_pixelAddress_d = 9'h157;
            end
            if (M_pixelAddress_q == 9'h173) begin
              M_pixelAddress_d = 9'h179;
            end
            if (M_pixelAddress_q == 9'h195) begin
              M_pixelAddress_d = 9'h198;
            end
            if (M_pixelAddress_q == 10'h2b7) begin
              M_ledStartBitCounter_d = 4'hb;
              M_panelControl1_d = 1'h0;
              M_state_d = IDLE_state;
            end
          end
        end
      end
    endcase
  end
  always @(posedge clk) begin
    if (rst == 1'b1) begin
      M_state_q <= 1'h0;
    end else begin
      M_state_q <= M_state_d;
    end
    M_ledStartBitCounter_q <= M_ledStartBitCounter_d;
    M_rgbCounter_q <= M_rgbCounter_d;
    M_pixelAddress_q <= M_pixelAddress_d;
    M_panelControl1_q <= M_panelControl1_d;
    M_rgbPixels_q <= M_rgbPixels_d;
  end
endmodule
</file>
<file path="./config.mk">
export PLATFORM = sky130hd
export DESIGN_NAME = panel_12_16
export DESIGN_NICKNAME = panel_12_16
export VERILOG_FILES = /design/flow/design.v
export SDC_FILE = /design/flow/constraint.sdc
export NUM_CORES = 4
export LEC_CHECK = 1
export CORE_UTILIZATION = 30
</file>
<file path="./constraint.sdc">
current_design panel_12_16

set clk_period 4.8
set clk_io_pct 0.2

create_clock -name clk0 -period $clk_period [get_ports {clk}]

set non_clock_inputs [all_inputs -no_clocks]
set_input_delay [expr $clk_period * $clk_io_pct] -clock clk0 $non_clock_inputs
set_output_delay [expr $clk_period * $clk_io_pct] -clock clk0 [all_outputs]
</file>
<file path="./run.sh">
#!/bin/bash
# OpenROAD 26Q1-2900-gdf79404cd8, Yosys 0.63+post, stock flow scripts
make -C /OpenROAD-flow-scripts/flow DESIGN_CONFIG=/design/flow/config.mk WORK_HOME=/design/flow/orfs finish
</file>
==> Changelog: implementation <==
### Changed

* Status: complete, no violations
* FP Rows at 33
* Critical Path, Cell by Cell: clkdlybuf4s50_1 > nor2_1 > nand4_1 > or2_2 > a211oi_1 > clkdlybuf4s50_1
* Worst Path Max Fanout at 8
* CP Capture Point: ledByteOut[5]
* Crit start category: input port
* Seq share, synth at 40.7%
* Final setup viols at 0
* Final Max Tran Viols at 0
* Endpoints failing hold at 0
* Yosys Instances at 294
* EDFF count, synth at 14
* Leak pwr at 0.00112 uW
* Fmax at 255 MHz
* CP startpoint: spiBusySignal
* Setup repair after global routing missed its margin: false
* Ports at 49
* FF-to-FF setup slack at 2310 ps
* Setup Buffers After CTS at 0
* Max incr delay on CP at 510 ps
* Worst path depth at 6
* Tool warnings at 29
* Global placement routability congestion at 0.897
* FF-to-FF End: M_pixelAddress_q[8]
* Area Overhead vs Synth at 25.5%
* IR drop worst, VDD at 0.122 mV
* WS Path Type: in2out
* Crit path max-delay family: buffers and inverters
* Cells after DPL at 433
* DRT antenna net count at 0
* Syn Std Cell Area at 2550 sq um
* Synthesized registers at 45
* Number of vias per cell at 5.11
* Share of layout cells above drive strength 1 at 5.06%
* CTS root buffer: clkbuf_8
* # clock sinks at 45
* Worst-path clk slew at 90 ps
* Syn Area/Cell at 8.69 sq um
* Post-cts resize count at 0
* Worst setup EP type: output port
* DRC viols at 0
* Post-DP HPWL at 4570 um
* Initial DRC count at 106
* Drt pass-1 iters at 4
* Synth warn at 1
* Setup TNS Final at 0 ps
* Reg2Reg Launch Point: M_rgbCounter_q[1]
* Core Region at 8220 sq um
* Worst Reg-to-Reg Cells at 5
* Dominant register cell: dfxtp_1
* Clock Tree Buf Depth at 2
* Asr flop ratio synth at 0%
* Layout Skew at 9.58 ps
* Final Non-Filler Cells at 441
* Initial antenna violation count at 0
* Wire length per cell at 14.0 um
* Total global-route track usage at 15.3%
* PwrDens at 250 nW/um^2
* Via count at 2255
* Crit path required time at 3840 ps
* Total CTS buffers at 5
* Max cap viols at 0
* Min cycle time layout at 3910 ps
* Total gr overflow at 0
* Number of global-route vias before repair at 2114
* Yosys Chip Area at 2550 sq um
* Type of the worst min-delay path: reg2reg
* Util after Layout at 39.0%
* Htree depth at 2
* Final Cycle Share at 81.5%
* Die Span Y at 94.3 um
* Overall power at 801 uW
* Die W at 94.3 um
* # diodes at 0
* CP arrival at 2950 ps
* Starting density of the core at 31.1%
* Clock Latency Late Sink at 300 ps
* Chip area at 8890 sq um
* Largest net degree at the start of global routing at 26
* Max-slew headroom at 43.8%
* Cell count after synthesis at 294
* Slew @ Worst Pin at 837 ps
* First-pass GRT wire length at 10400 um
* Drt total wl at 6190 um
* Most used cell, CP: clkdlybuf4s50_1
* Hold Crit Start: M_panelControl1_q[0]
* Cts hold-fix bufs at 0
* I/O Buffers at 48
* Post-synthesis cell type count at 51
* Buf/Inv on CP at 2
* CTS tree: done
* Crit path max-delay cell type: clkdlybuf4s50_1
## metrics by stage
stage	area (sq um)	setup slack [ps]	hold slack, ps
final	3210	886	487
after global routing	3210	657	514
after CTS	3210	887	490
after detailed placement	3110	902	477
after global placement	3110	955	475
after floorplan	2550	2020	455
## worst min path at each step
| stage | endpoint | slack (ps) | depth (start not counted) |
|---|---|---|---|
| finish | M_panelControl1_q[0] | 490 | 2 |
| CTS | M_panelControl1_q[0] | 490 | 2 |
| global route | M_panelControl1_q[0] | 510 | 2 |
## Yosys cell counts (all sizes together), types with 6 or more instances
library cell	number	share of area (%)
ha	6	2.9
nand2	24	3.5
inv	10	1.5
nor2	26	3.8
dfxtp	31	24
clkbuf	13	1.9
mux2i	7	2.7
a21oi	17	3.3
o21ai	12	2.4
nand3	12	2.4
nor2b	6	1.5
and2	30	7.3
a211oi	7	2.1
nor3	8	1.6
edfxtp	14	16
## sequential cells by signal, indices dropped and copies added, names as in the netlist
name,cells
M_panelControl1_q,2
M_rgbCounter_q,4
M_ledStartBitCounter_q,4
M_state_q,1
M_pixelAddress_q,10
M_rgbPixels_q,24
## cell type report
type                       count  area [sq um]
clock buffer                   5          68.8
clock inverter                 3          28.8
fill                         826          5010
inverter                      11          41.3
multi-input combinational    221          1390
sequential                    45          1040
tap                          105           131
timing repair buffer          51           503
## worst reg2reg max path: stages (launching register included)
cell and delay [ps]:
edfxtp_1 680, or4b_1 800, nor4_4 350, mux2i_1 240, a21o_1 110, a41oi_1 40
## cells in the final DEF, fill, tap and decap left out, types with 4 or more instances in the layout
master           count
a211oi_1             7
a21oi_1             17
a31oi_1              4
and2_1              30
clkbuf_8             5
clkdlybuf4s50_1     48
dfxtp_1             31
edfxtp_1            14
ha_1                 6
inv_1               10
mux2i_1              7
nand2_1             24
nand3_1             12
nand3b_1             4
nor2_1              26
nor2b_1              6
nor3_1               8
o21ai_0             12
o221ai_1             4
## cells by family after synthesis
kind of cell	after synthesis	share of synthesized area, %
AND/OR/NAND/NOR	136	29.8
AND-OR/OR-AND	67	17.3
flip-flops	45	40.7
buffers and inverters	28	4.75
multiplexers	7	2.74
adder cells (fa/ha/maj)	6	2.94
XOR/XNOR	5	1.71
## power breakdown
| part | switching, uW | internal, uW |
|---|---|---|
| clock network | 143 | 110 |
| logic | 46.6 | 61.7 |
| registers | 25.7 | 414 |
| total | 216 | 586 |
## routing by layer
layer / up-vias / global-route usage (%) / share of wire, %
li1: 1139 / - / -
met1: 1031 / 22.7 / 45
met2: 83 / 23.4 / 46
met3: 2 / 4.77 / 8.7
met4: 0 / 0.897 / 0.23
met5: - / 0 / 0
Power figures rest on the tool's default switching activity, not on a simulated workload.
